==> ./design.v <==
module mem(addr,w_data,c_en,clk,wr,r_data,w_mask);
    input wire [7:0] addr;
    input wire [31:0] w_data;
    input wire c_en;
    input wire wr;
    input wire clk;
    output reg [31:0] r_data;
    input wire [31:0] w_mask;
    reg [31:0] mem [255:0];  
    always @(posedge clk) begin
        if (c_en) begin
            if (wr) begin
                mem[addr] <= w_data & w_mask;  
            end 
            else begin
                r_data <= mem[addr];  
            end
        end 
    end
endmodule
==> ./run.sh <==
#!/bin/bash
# OpenROAD 26Q1-2900-gdf79404cd8, Yosys 0.63+post, stock flow scripts
make -C /OpenROAD-flow-scripts/flow DESIGN_CONFIG=/design/flow/config.mk WORK_HOME=/design/flow/orfs finish
==> ./config.mk <==
export PLATFORM = sky130hd
export DESIGN_NAME = mem
export DESIGN_NICKNAME = mem
export VERILOG_FILES = /design/flow/design.v
export SDC_FILE = /design/flow/constraint.sdc
export NUM_CORES = 4
export LEC_CHECK = 1
export CORE_UTILIZATION = 50
export SYNTH_MEMORY_MAX_BITS = 65536
==> ./constraint.sdc <==
current_design mem

set clk_period 67.7
set clk_io_pct 0.2

create_clock -name clk0 -period $clk_period [get_ports {clk}]

set non_clock_inputs [all_inputs -no_clocks]
set_input_delay [expr $clk_period * $clk_io_pct] -clock clk0 $non_clock_inputs
set_output_delay [expr $clk_period * $clk_io_pct] -clock clk0 [all_outputs]
==> job_summary.md <==
### Metrics collected by this job

| Metric | Value |
|---|---|
| Critical-path maximum fanout | `66` |
| Logic pwr share | `4.7%` |
| Top_reg_cell synth | `edfxtp_1` |
| Clk pwr share | `41.6%` |
| Crit path launch type | `input pin` |
| Fmax | `around 48 MHz` |
| Reg power frac | `53.7%` |
| Top area contributor share | `79.8%` |
| Slowest-stage cell, CP | `o41ai_1` |
| Most frequent CP cell | `buf_4` |
| Post-synth seq share | `79.8%` |
| Remaining antenna violation count | `0` |
| First-pass GRT wire length | `1,230,000 um` |
| DIE AREA | `0.622 mm2` |
| Row cnt | `288` |
| Mapped Avg Cell Area | `23.6 um2` |
| Most area-hungry cell type in the Yosys netlist | `edfxtp_1` |
| H-tree depth | `6` |
| DIE HEIGHT | `789 um` |
| Internal power | `8.24 mW` |
| WHS | `between 1 and 1.5 ns` |
| Area reported by Yosys stat | `between 0.3 and 0.4 mm2` |
| Dpl hpwl | `between 500,000 and 600,000 um` |
| Switch Pwr | `2.22 mW` |
| Pleak | `97.9 nW` |
| PwrDens | `29.7 mW/mm2` |
| Area of the core | `~0.62 mm2` |
| Unique cell types | `20` |
| Final worst-path cycle share | `a little under a third` |
| Post_cts resized | `0` |
| CTS Buf Count | `804` |
| Vias in the first global route | `approximately 170k` |
| Yosys cell count | `around 13,000` |
| DRT Pass-1 Iters | `7` |
| Hold violation total from the final report | `0` |
| Worst slew pin tran | `1.46 ns` |
| FP Util | `50.2%` |
| Rel. slew slack | `2.82%` |
| Tool warnings | `32` |
| Vias per cell | `between 6 and 7` |
| Final wirelength | `885,000 um` |
| Root Buffer | `clkbuf_16` |
| Setup tns final | `0 ns` |
| Crit path time final | `21.00 ns` |
| Initial antenna violation count | `54` |
| Hold buffers post-CTS | `0` |
| CTS tree | `done` |
| WP data required | `68.59 ns` |
| Sw frac | `21.2%` |
| Routed len/inst | `roughly 39 um` |
| Largest net degree at the start of global routing | `113` |
| Top cells by area | `edfxtp_1, mux4_2, a22oi_1, a21oi_1, clkbuf_1` |
| Skew-Pair Late Insertion Delay | `1.18 ns` |
| Setup crit end kind | `flip-flop` |
| Clock tree buffer depth | `4` |
| GRT Overall Usage | `32.6%` |
| Cells after synthesis | `13,100` |
| Ys async rst share | `0%` |
| Final setup fails | `0` |
| Synthesized area | `0.309 mm2` |
| Worst min-delay path category | `reg -> reg` |
| Initial drt markers | `9,326` |
| Final slew viol count | `0` |
| Synth Register Bits | `around 8,000` |
| Peak supply drop | `around 0.031 mV` |
| Gp weighted congestion | `~0.87` |
| Most frequent cells after synthesis | `edfxtp_1, mux4_2, a22oi_1` |
| Max Cap Violations | `0` |
| Fin util | `57.3%` |
| Crit Path Category | `in -> reg` |
| Setup repair bufs after CTS | `0` |
| Synth Warn # | `1` |
| Crit-path max cell delay | `around 1.1 ns` |
| Layout area overhead | `14.0%` |
| Most common cell in the netlist | `edfxtp_1` |
| CP top delay family | `buffers and inverters` |
| DRC | `0` |
| Buffers & Inverters on Critical Path | `10` |
| Arrival @ worst endpoint | `21.90 ns` |
| Reg clk slew, reported paths | `0.06 ns` |
| Sink Count | `8,224` |
| Crit-path cells | `buf_16, buf_4, buf_4, buf_4, buf_4, buf_4, buf_4, buf_4, buf_4, mux4_2, a22oi_1, a21oi_1, o41ai_1, buf_4, nand4_1` |
| Status | `completed` |
| GRT overflow | `0` |
| Die X | `789 um` |
| Flip-flops with a built-in enable | `8,224` |
| Port buffer count | `106` |
| Share of cells above drive strength 1 | `30.0%` |
| Num ports | `107` |
| RSZ-0062 raised after global routing | `false` |
| Worst Skew | `0.0955 ns` |
| Vias | `147,000` |
[state kept, by name (all words and copies together) (netlist names)]
name	flops
r_data	32
mem	8192
[stage by stage]
stage               std cells  total power, mW  setup WS, ns  cell area, um2
floorplan               13100             5.99         50.05          309000
global placement        21400             6.20         45.30          327000
detailed placement      21400             6.21         45.39          327000
CTS                     22900             10.5         46.61          353000
global route            22900             10.7         45.85          353000
finish                  22900             10.5         46.70          353000
[worst reg2reg max path, cell delays in order (launching register included)]
cell and delay [ns]:
edfxtp_1 0.37, mux4_2 0.48, a22oi_1 0.53, a21oi_1 0.49, o41ai_2 1.21, buf_4 0.27
nand4_1 0.10
[cell families (layout without fill, tap and decap cells)]
| logic type | count (synthesis) | in the layout | share of synthesized area, % |
|---|---|---|---|
| buffers and inverters | 788 | 2453 | 1.08 |
| multiplexers | 2048 | 2048 | 14.9 |
| flip-flops | 8224 | 8224 | 79.8 |
| AND-OR/OR-AND | 1664 | 1664 | 3.67 |
| other | 0 | 27 | 0 |
| AND/OR/NAND/NOR | 374 | 374 | 0.520 |
[power groups by stage]
stage         Clock (mW)  Combinational [mW]  Sequential [mW]
CTS                 4.40               0.492             5.61
global route        4.59               0.523             5.61
finish              4.35               0.491             5.61
[final cells by class]
class                      count  area, um2
multi-input combinational   4086      62000
clock inverter               510       4540
clock buffer                 973      21100
fill                       42300     263000
sequential                  8224     247000
antenna                       27       67.6
tap                         8120      10200
timing repair buffer         970       7770
[cell usage in the layout (no fill, tap or decap), drive strengths merged, types with 35 or more instances in the layout]
cell	n
a21oi	512
a22oi	1024
and2	35
buf	866
bufinv	70
clkbuf	973
clkdlybuf4s50	104
clkinv	394
edfxtp	8224
mux4	2048
nor2	259
o41ai	128
[path summary, 6_finish.rpt]
check | from | slack [ns] | endpoint | depth (start not counted)
max | addr[0] | 46.70 | r_data[22]$_DFFE_PP_ | 15
min | mem[115][30]$_DFFE_PP_ | 1.07 | r_data[30]$_DFFE_PP_ | 5
max reg2reg | mem[47][0]$_DFFE_PP_ | 64.02 | r_data[0]$_DFFE_PP_ | 6
min reg2reg | mem[115][30]$_DFFE_PP_ | 1.07 | r_data[30]$_DFFE_PP_ | 5
[per-layer routing]
layer / part of all wire (%) / vias to the layer above / global-route usage (%)
li1: - / 59100 / -
met5: 0.40 / - / 3.86
met4: 5.1 / 97 / 11.6
met3: 23 / 1697 / 32.6
met2: 45 / 12300 / 43.9
met1: 26 / 73600 / 35.0
Power figures rest on the tool's default switching activity, not on a simulated workload.
