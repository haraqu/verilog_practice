$ cat flow/run.sh
#!/bin/bash
# OpenROAD 26Q1-2900-gdf79404cd8, Yosys 0.63+post, stock flow scripts
make -C /OpenROAD-flow-scripts/flow DESIGN_CONFIG=/design/flow/config.mk WORK_HOME=/design/flow/orfs finish
$ cat flow/design.v
module control_unit(
  instruction,
  load,
  reg_write,
  op_b_sel,
  rs2_addr,
  rs1_addr,
  rd_addr,
  op_a_sel,
  imm,
  req,
  alu_op,
  rd_sel,
  mem_read,
  branch_taken,
  jalr,
  jal,
  mem_write
  );
  input wire [31:0] instruction; 
  output reg                req;
  output reg               jalr;
  output reg                jal;
  output reg          reg_write;
  output reg [31:0]         imm;
  output reg           op_b_sel;
  output reg           op_a_sel;
  output reg [4:0]       alu_op;
  output wire[4:0]     rs1_addr;
  output wire[4:0]     rs2_addr;
  output wire[4:0]      rd_addr;
  output reg [1:0]       rd_sel;
  output reg           mem_read;
  output reg          mem_write;
  output reg       branch_taken;
  output reg               load;
   assign rs1_addr = instruction[19:15];
   assign rs2_addr = instruction[24:20];
   assign rd_addr  = instruction[11:7];
  always @(*)begin
    branch_taken =0 ;
    jal=0;
    req = 1;
    if(instruction[6:0]== 7'b0110011)begin 
        reg_write=1;
        op_b_sel=0;
        op_a_sel=0;
        rd_sel=2'b00;
        case(instruction[14:12])  
          3'b000 : alu_op = (instruction[30]) ? 5'b00001: 5'b00000; 
          3'b001 : alu_op = 5'b00010; 
          3'b010 : alu_op = 5'b01000; 
          3'b011 : alu_op = 5'b01001; 
          3'b100 : alu_op = 5'b00111; 
          3'b101 : alu_op = (instruction[30]) ? 5'b00100 : 5'b00011; 
          3'b110 : alu_op = 5'b00110; 
          3'b111 : alu_op = 5'b00101; 
          default : alu_op = 5'b00000;  
        endcase
    end
    else if(instruction[6:0]==7'b0010011)begin 
      imm = {{20{instruction[31]}}, instruction[31:20]};
      op_b_sel=1;
      op_a_sel=0;
      rd_sel=2'b00;
        case (instruction[14:12])
          3'b000 : alu_op = 5'b01010; 
          3'b001 : alu_op = 5'b01011; 
          3'b010 : alu_op = 5'b01110; 
          3'b011 : alu_op = 5'b01111; 
          3'b100 : alu_op = 5'b10001; 
          3'b101 : alu_op = (instruction[30]) ? 5'b01101 : 5'b01100; 
          3'b110 : alu_op = 5'b10010; 
          3'b111 : alu_op = 5'b10000; 
          default : alu_op = 5'b01010;  
      endcase
      reg_write=1;
    end 
    else if(instruction[6:0]==7'b0000011)begin 
    load=1;
    imm = {{20{instruction[31]}}, instruction[31:20]};
    mem_read=1;
    reg_write=1;
    op_b_sel=1;
    op_a_sel=0;
    rd_sel=2'b01;
    alu_op = 5'b01010;
    end
    else if (instruction[6:0]==7'b0100011)begin 
      imm= {{20{instruction[31]}}, instruction[31:25], instruction[11:7]} ;
      mem_write=1;
      reg_write=1;
      op_b_sel=1;
      op_a_sel=0;
      alu_op = 5'b01010;
    end
    else if(instruction[6:0]==7'b1100011)begin 
      alu_op = 5'b01010;  
      imm = {{19{instruction[31]}},instruction[31],instruction[7],instruction[30:25],instruction[11:8],1'b0};
      reg_write=1;
      op_b_sel=1;
      op_a_sel=1;
      branch_taken=1;
    end
    else if (instruction[6:0]==7'b0110111)begin 
      imm = { instruction[31:12], 12'b0} ;
      reg_write=1;
      rd_sel=2'b10;
    end
    else if (instruction[6:0]==7'b0010111)begin 
      imm = { instruction[31:12], 12'b0} ;
      reg_write=1;
      op_a_sel=1;
      op_b_sel=1;
      rd_sel=2'b00;
    end
     else if (instruction[6:0]==7'b1101111)begin 
      imm = { {11{instruction[31]}},instruction[31],instruction[19:12],instruction[20],instruction[30:21], 1'b0} ;
      reg_write=1;
      jal=1;
      rd_sel=2'b11;
      alu_op = 5'b01010;  
      op_a_sel=1;
      op_b_sel=1;
    end
    else if (instruction[6:0]==7'b1100111)begin 
      imm = {{20{instruction[31]}}, instruction[31:20]};
      reg_write=1;
      jalr=1;
      alu_op = 5'b01010;  
      op_a_sel=0;
      op_b_sel=1;
    end
  end   
endmodule
module dec(
  instruction,
  load,
  reg_write,
  op_b_sel,
  rs2_addr,
  rs1_addr,
  rd_addr,
  op_a_sel,
  imm,
  req,
  alu_op,
  alu_op_b, 
  alu_op_a,
  rd_sel,
  mem_read,
  branch_taken,
  jalr,
  jal,
  mem_write,
  data_in,
  data_in_rf,
  op_a,
  clk,
  en,
  rst,
  pc,
  op_b,
  branch
);
  input wire [31:0]  instruction; 
  input wire [31:0]   data_in_rf;
  output wire                req;
  output wire               jalr;
  output wire                jal;
  output wire          reg_write;
  output wire [31:0]         imm;
  output wire           op_b_sel;
  output wire           op_a_sel;
  output wire [4:0]       alu_op;
  output wire [4:0]     rs1_addr;
  output wire [4:0]     rs2_addr;
  output wire [4:0]      rd_addr;
  output wire [1:0]       rd_sel;
  output wire           mem_read;
  output wire          mem_write;
  output wire       branch_taken;
  input wire                 clk;
  output wire                rst;
  output wire                 en;
  output wire      [31:0]data_in;
  output wire         [31:0]op_a;
  output wire         [31:0]op_b;
  output wire             branch;
  input wire [31:0]           pc;
  output wire               load;
  output wire [31:0]    alu_op_b; 
  output wire [31:0]    alu_op_a;
assign alu_op_b = op_b_sel ? imm : op_b;
assign alu_op_a = op_a_sel ? pc  : op_a;
control_unit u_cu (
      .branch_taken      (      branch_taken),
      .jal               (               jal),
      .instruction       (       instruction),
      .reg_write         (         reg_write),
      .op_b_sel          (          op_b_sel),
      .op_a_sel          (          op_a_sel),
      .alu_op            (            alu_op),
      .rs1_addr          (          rs1_addr),
      .jalr              (              jalr),
      .rs2_addr          (          rs2_addr),
      .imm               (               imm),
      .rd_addr           (           rd_addr),
      .mem_read          (          mem_read),
      .mem_write         (         mem_write),
      .load              (              load),
      .rd_sel            (            rd_sel)
  );
  registerfile U_rf0(
      .rst     (            rst),
      .clk     (            clk),
      .en      (      reg_write),
      .data_in (     data_in_rf),
      .rd_addr (        rd_addr),
      .rs1_addr(       rs1_addr),
      .rs2_addr(       rs2_addr),
      .op_a    (           op_a),
      .op_b    (           op_b)
  );     
  jump_controller u_jc(
      .instruction       (       instruction),
      .op_a              (              op_a),
      .op_b              (              op_b),
      .branch            (            branch)
  );
endmodule
module jump_controller(
    instruction,
    branch,
    op_a,
    op_b,
);
input wire [31:0]        op_a;
input wire [31:0]        op_b;
output reg             branch;
input wire [31:0] instruction;
always @(*) begin
    branch=0;
    case (instruction[14:12])
          3'b000 : begin  
            if(op_a == op_b) begin
            branch=1;
            end
        end
          3'b001 : begin 
            if(op_a != op_b) begin
            branch=1;
            end
        end
          3'b100 : begin 
            if(op_a < op_b) begin 
            branch=1;
            end
        end
          3'b101 : begin  
            if(op_a >= op_b) begin
            branch=1;
            end
        end
          3'b110 : begin  
            if($unsigned(op_a) < op_b) begin
               branch=1;
            end
          end
          3'b111 : begin  
            if($unsigned(op_a) >= op_b)begin
            branch=1;
            end
        end
          default : begin 
            branch=0;
            end 
      endcase
    end
endmodule
module  registerfile (
    en,
    rst,
    clk,
    rd_addr,
    data_in,
    rs1_addr,
    rs2_addr,
    op_a,
    op_b
    );
    input wire           clk;
    input wire           rst;
    input wire            en;
    input wire  [4:0]rd_addr;
    input wire [31:0]data_in;
    input wire [4:0]rs1_addr;
    input wire [4:0]rs2_addr;
    output wire   [31:0]op_a;
    output wire   [31:0]op_b;
    reg[31:0]rd[31:0];
    integer i;
    always@(posedge clk)begin
        if(!rst)
        for(i=0;i<32;i++)
           rd[i]<=32'b0;
        else if(en) begin
        rd[rd_addr]<= data_in;
        end
    end
    assign op_a = (|rs1_addr) ? rd[rs1_addr] : 0;
    assign op_b = (|rs2_addr) ? rd[rs2_addr] : 0;
endmodule
$ cat flow/config.mk
export PLATFORM = sky130hd
export DESIGN_NAME = dec
export DESIGN_NICKNAME = dec
export VERILOG_FILES = /design/flow/design.v
export SDC_FILE = /design/flow/constraint.sdc
export NUM_CORES = 4
export LEC_CHECK = 1
export CORE_AREA = 10 10 132 132
export DIE_AREA = 0 0 142 142
$ cat flow/constraint.sdc
current_design dec

set clk_period 2.0
set clk_io_pct 0.2

create_clock -name clk0 -period $clk_period [get_ports {clk}]

set non_clock_inputs [all_inputs -no_clocks]
set_input_delay [expr $clk_period * $clk_io_pct] -clock clk0 $non_clock_inputs
set_output_delay [expr $clk_period * $clk_io_pct] -clock clk0 [all_outputs]
==> results_dict.tcl <==
# flow metrics
set metrics [dict create \
    grt_pass1_vias 2707 \
    top_cells_by_area "buf_4 (33%), dlxtn_1 (23%), and2_1 (15%), a21o_1 (5.8%), o21ai_0 (2.4%)" \
    final_cell_mix "clkdlybuf4s50_1 (183), conb_1 (104), and2_1 (65)" \
    rows 44 \
    synthCells 359 \
    largest_area_cell "buf_4" \
    die_w_um 142 \
    yosysWarningCount 38 \
    cp-end-kind "output pin" \
    wire_per_inst_um 14.2 \
    pin_count 324 \
    power-per-cell-area_nw_per_um2 135 \
    ir_drop_uv 43.5 \
    cp_top_family "buffers and inverters" \
    max_freq_mhz 526 \
    status "finished clean" \
    ys.flop_type "dlxtn_1" \
    warnings 60 \
    final_antenna_net_count 0 \
    die_h_um 142 \
    edf_count 0 \
    grt_antenna_before_repair 4 \
    xor_share_pct 0.321 \
    first_iter_violations 90 \
    cp-start-kind "input pin" \
    ys_sh_aoi_pct 14.0 \
    hp-start "instruction[5]" \
    synth-seq-cells 41 \
    fillers 1501 \
    initial_utilization_pct 18.8 \
    critPathArrivalTime_ns 1.50 \
    ys_area_um2 2730 \
    topCombFamilyByArea "buffers and inverters" \
    final_util_pct 30.4 \
    grt_max_degree 34 \
    drive_gt1_share_pct 5.43 \
    simple_gate_area_share_pct 26.6 \
    port_buffers 187 \
    unclocked_regs 41 \
    yosys.area.top_type_share_pct 32.8 \
    grt_first_pass_wirelength_um 15000 \
    layout_worst_path_cycle_share_pct 95.1 \
    cpPeakStageDelay_ns 0.49 \
    grt_usage_pct 8.99 \
    ys_cells 359 \
    slew_violations 0 \
    layout_top_cell "clkdlybuf4s50_1" \
    muxShareOfSynthArea_pct 0 \
    synth_area_um2 2730 \
    adder_share_pct 0.367 \
    cp_max_fo 3 \
    setup_viol 0 \
    startpoint "instruction[6]" \
    fin_crit_ns 1.90 \
    synth_cell_types 42 \
    gp_congestion 0.820 \
    drv_cap 0 \
    slew_headroom_pct 41.8 \
    unconstrained_endpoints 114 \
    worstPathCellList "clkdlybuf4s50_1, and3b_1, nand4_1, inv_1, dlygate4sd2_1" \
    dr_total_vias 2570 \
    drt_wl_total_um 10200 \
    holdBufCountCts 0 \
    worst_pin_slew_ns 0.872 \
    hold_class "in -> out" \
    stdcell_count 720 \
    grt_setup_unrepaired "no" \
    finalPower_uw 596 \
    remaining_drc_errors 0 \
    synth.avg_cell_area_um2 7.59 \
    finalHoldViolations 0 \
    path_buffers 3 \
    p_leak_nw 2.01 \
    worstSetupPathType "in -> out" \
    core-area_um2 14500 \
    dpl.cell_count 717 \
    dr.pass1.iters 4 \
    chipArea_um2 20200 \
    syn2layout_area_growth_pct 62.3 \
    worst_path_max_delay_cell "clkdlybuf4s50_1" \
    postSynth.asyncResetShare_pct 0 \
    overflow 0 \
    crit_required_ns 1.60 \
    viasPerCell 3.57 \
    detailed_place_hpwl_um 9130 \
]
state kept, by name, summed over array words and instances (netlist names):
signal,cells
u_cu.op_b_sel,1
u_cu.imm,32
u_cu.rd_sel,2
u_cu.alu_op,5
u_cu.op_a_sel,1
layer usage:
| metal | vias up | GRT usage [%] | share of wire (%) |
|---|---|---|---|
| li1 | 1295 | - | - |
| met1 | 1122 | 11.0 | 40 |
| met2 | 141 | 15.8 | 50 |
| met3 | 8 | 2.81 | 9.9 |
| met4 | 4 | 0.484 | 0.54 |
| met5 | - | 0 | 0.21 |
area by class of cell:
cell class | instances | area (um2) | share of cell area (%)
repair buffers | 210 | 2040 | 46.1
multi-input cells | 280 | 1520 | 34.4
flip-flops and latches | 41 | 616 | 13.9
well taps | 184 | 230 | 5.20
inverters | 3 | 11.3 | 0.255
diodes | 2 | 5.00 | 0.113
final timing paths:
| check | endpoint | slack (ns) | cells after the start |
|---|---|---|---|
| setup / recovery | jal | 0.1 | 5 |
| hold / removal | branch_taken | 1.52 | 4 |
synthesized netlist by cell type (2+ instances only):
cell / number
a21o_1: 21
a21oi_1: 6
clkbuf_1: 13
nor2_1: 10
nand2b_1: 3
o21ai_0: 13
buf_2: 3
a22o_1: 4
nor2b_1: 10
nand2_1: 12
and2_1: 66
nand3_1: 3
inv_1: 3
nand4_1: 2
buf_4: 119
nand3b_1: 3
buf_1: 2
conb_1: 2
dlxtn_1: 41
power breakdown:
| group | switching, mW | internal [mW] |
|---|---|---|
| combinational | 0.155 | 0.358 |
| clock | 0 | 0.000000134 |
| sequential | 0.0204 | 0.0622 |
what timing repair did:
action | 4_1_cts | 5_1_grt
setup buffers | 0 | 1
gates resized | 7 | 0
pin swaps | 1 | 0
gates cloned | 0 | 0
endpoints found under the setup margin | 3 | 1
metrics by stage:
stage	cell area (um2)	worst slack (ns)	hold slack, ns	TNS (ns)
after floorplan	3110	0.488	0.852	0
after global placement	4410	-0.264	1.64	-0.622
after detailed placement	4410	-0.255	1.64	-0.621
after CTS	4410	0.0703	1.55	0
after global routing	4420	0.00401	1.57	0
final	4420	0.0972	1.52	0
kinds of logic after synthesis:
logic type,after synthesis
buf+inv,140
simple gates,120
compound gates,54
latches,41
other cells,2
xor+xnor,1
fa+ha+maj,1
Power and IR drop assume default switching activity.
